### ./run.sh
#!/bin/bash
# OpenROAD 26Q1-2900-gdf79404cd8, Yosys 0.63+post, stock flow scripts
make -C /OpenROAD-flow-scripts/flow DESIGN_CONFIG=/design/flow/config.mk WORK_HOME=/design/flow/orfs finish
### ./config.mk
export PLATFORM = sky130hd
export DESIGN_NAME = spi_ip
export DESIGN_NICKNAME = spi_ip
export VERILOG_FILES = /design/flow/design.v
export SDC_FILE = /design/flow/constraint.sdc
export NUM_CORES = 4
export LEC_CHECK = 1
export CORE_UTILIZATION = 50
### ./constraint.sdc
current_design spi_ip

set clk_period 6.1
set clk_io_pct 0.2

create_clock -name clk0 -period $clk_period [get_ports {clk_i}]

set non_clock_inputs [all_inputs -no_clocks]
set_input_delay [expr $clk_period * $clk_io_pct] -clock clk0 $non_clock_inputs
set_output_delay [expr $clk_period * $clk_io_pct] -clock clk0 [all_outputs]
### ./design.v
module spi_ip (
    input  logic        clk_i,
    input  logic        rst_i,
    input  logic [7:0]  din_i,
    input  logic [15:0] dvsr_i,
    input  logic        start_i,
    input  logic        cpol_i,
    input  logic        cpha_i,
    output logic [7:0]  dout_o,
    output logic        spi_done_tick_o,
    output logic        ready_o,
    output logic        sclk_o,
    input  logic        miso_i,
    output logic        mosi_o
);
  typedef enum {idle, cpha_delay, p0, p1} state_type;
  state_type state_reg, state_next;
  logic p_clk;
  logic [15:0] c_reg, c_next;
  logic spi_clk_reg, ready_i, spi_done_tick_i;
  logic spi_clk_next;
  logic [2:0] n_reg, n_next;
  logic [7:0] si_reg, si_next;
  logic [7:0] so_reg, so_next;
  always_ff @(posedge clk_i, posedge rst_i)
    if(rst_i) begin
      state_reg <= idle;
      si_reg <= 0;
      so_reg <= 0;
      n_reg <= 0;
      c_reg <= 0;
      spi_clk_reg <= 0;
    end else begin
      state_reg <= state_next;
      si_reg <= si_next;
      so_reg <= so_next;
      n_reg <= n_next;
      c_reg <= c_next;
      spi_clk_reg <= spi_clk_next;
    end
    always_comb begin
      state_next = state_reg;
      ready_i = 0;
      spi_done_tick_i = 0;
      si_next = si_reg;
      so_next = so_reg;
      n_next = n_reg;
      c_next = c_reg;
      case (state_reg)
        idle: begin
          ready_i = 1;
          if (start_i) begin
            so_next = din_i;
            n_next = 0;  
            c_next = 0;
            if (cpha_i)
              state_next = cpha_delay;
            else
              state_next = p0;
          end
        end
        cpha_delay: begin
          if (c_reg == dvsr_i) begin
            state_next = p0;
            c_next = 0;
          end else begin
            c_next = c_reg + 1;
          end
        end
        p0: begin
            if (c_reg == dvsr_i) begin
              state_next = p1;
              si_next = {si_reg[6:0], miso_i};
              c_next = 0;
            end
            else
              c_next = c_reg + 1;
        end         
        p1: begin
          if (c_reg == dvsr_i)
            if (n_reg == 7) begin
              spi_done_tick_i = 1;
              state_next = idle;
            end
            else begin
              so_next = {so_reg[6:0], 1'b0};
              state_next = p0;
              n_next = n_reg + 1;
              c_next = 0;
            end
          else
            c_next = c_reg + 1;
        end                             
       endcase
    end
    assign ready_o = ready_i;
    assign spi_done_tick_o = spi_done_tick_i;
    assign p_clk = (state_next == p1 && ~cpha_i) || (state_next == p0 && cpha_i);
    assign spi_clk_next = (cpol_i) ? ~p_clk : p_clk;
    assign dout_o = si_reg;
    assign mosi_o = so_reg[7];
    assign sclk_o = spi_clk_reg;
endmodule : spi_ip
==> summary.rpt <==
RUN METRICS
----------------------------------------------------
[CTS]
  Number of cells upsized or downsized after cts ........................ 0
  TritonCTS clock tree ........................ yes
  Number of buffers on the longest clock path ........................ 2
  Total CTS buffers ........................ 5
  H-tree lvl count ........................ 2
  Clock-pin slew on the worst setup and hold paths ........................ 0.07 ns
  Total setup buffers inserted after CTS ........................ 0
  Clock latency on the worst-skew pair ........................ 0.28 ns
  Root buffer cell ........................ clkbuf_8
  CTS Hold Buffers Added ........................ 0
  Clock sink count ........................ 40

[Final timing]
  Worst slew slack as a fraction of its limit ........................ 0.474
  Max Transition Viols Final ........................ 0
  Minimum clock period ........................ 4.83 ns
  Max Freq ........................ 207 MHz
  Setup repair after global routing missed its margin ........................ no
  Final setup violation count ........................ 0
  Number of failing hold endpoints at the final stage ........................ 0
  Transition at the pin with the smallest max-transition slack ........................ 0.790 ns
  Maximum clock skew at final layout ........................ 0.00605 ns
  Aggregate negative setup slack ........................ 0 ns
  Worst slack on hold paths ........................ 0.506 ns
  Share of the clock period used by the worst path after layout ........................ 0.793

[Global route]
  Via count of the first global-routing pass ........................ 1689
  Initial antenna violation count ........................ 0
  GR Util All Layers ........................ 0.203
  Overall overflow remaining after global route ........................ 0
  Maximum number of pins on one net before global-route repair ........................ 41
  Wire length of the first global-routing pass ........................ 7.80 mm

[Floorplan]
  Total die size ........................ 0.00483 mm²
  Overall die height ........................ 69.5 µm
  Floorplan Utilization ........................ 0.523
  Die extent in x ........................ 69.5 µm
  Placement Rows ........................ 24
  Floorplan Core Area ........................ 0.00435 mm²
  Number of primary I/O pins ........................ 42

[Power and ir drop]
  Overall power ........................ 0.682 mW
  Worst voltage drop across the vdd grid ........................ 0.140 mV
  Power per cell area ........................ 245 mW/mm²
  Static Leak ........................ 1.20 nW

[Synth]
  Share of synthesized area occupied by flip-flops and latches ........................ 0.440
  Cell taking the most area after synthesis ........................ dfrtp_1
  List of most frequent post-synthesis cells ........................ 39 x dfrtp_1, 17 x xor2_1, 16 x mux2_2
  Most frequently used flop master after synthesis ........................ dfrtp_1
  Most repeated cell in the gate-level netlist after synthesis ........................ dfrtp_1
  Post-Synthesis Cells ........................ 219
  Number of enable-type register cells in the synthesized netlist ........................ 0
  Warning count from the yosys run ........................ 1
  Area reported by Yosys stat ........................ 0.00228 mm²
  Flop and latch count out of synthesis ........................ 40
  Proportion of register bits with asynchronous set or reset after synthesis ........................ 1.00
  Area of the mapped netlist ........................ 0.00228 mm²
  Mean cell area of the mapped netlist ........................ 10.4 µm²
  Top-area cell share ........................ 0.429
  Top cells, area ........................ dfrtp_1 43%, mux2_2 7.9%, xor2_1 6.5%, mux2_4 4.6%, o21ai_0 3.3%
  Cell count listed in synth_stat.txt ........................ 219
  Cell variety after synth ........................ 45

[Routing]
  Detail-routed via count per cell ........................ 5.59
  Number of DRC violations after detailed routing ........................ 0
  Violation count after the first detailed-routing iteration ........................ 131
  First-pass iteration count of the detailed router ........................ 4
  Total Routed Length ........................ 4.40 mm
  Detailed-route via count ........................ 1749
  Antenna-violating nets left ........................ 0
  Total antenna diodes in the routed design ........................ 0
  Routed wirelength normalized by instance count ........................ 14.1 µm

[Worst setup path]
  Critical path peak fanout ........................ 11
  Category of the critical setup timing path ........................ in -> out
  Data arrival at the endpoint of the critical path ........................ 3.61 ns
  Kind of end point of the critical path ........................ primary output
  Required time worst endpoint ........................ 4.88 ns
  Sort of element at the start of the critical path ........................ input port

[Finish]
  Area added between synthesis and finish ........................ 22.3%
  Fraction of layout instances using a drive strength above 1 ........................ 0.161
  Tally of filler cells in the layout ........................ 358
  Flip-flop count of the largest register, all copies and words added ........................ 16

[Placed design]
  Dpl hpwl ........................ 3.09 mm
  Number of I/O port buffers ........................ 41
  GP Congestion ........................ 0.825

[Job]
  Number of max-capacitance violations reported ........................ 0
  Number of warnings in the stage logs ........................ 26

[Run status]
  Outcome ........................ complete, no violations

[Worst hold path]
  Path type of the worst min-delay path ........................ reg -> reg

----------------------------------------------------
## layout make-up
class / instances / area (µm²) / share of cell area
sequential: 40 / 1000 / 0.360
clock inverter: 1 / 5.00 / 0.00180
tap: 52 / 65.1 / 0.0234
multi-input combinational: 159 / 1170 / 0.420
timing repair buffer: 43 / 425 / 0.153
clock buffer: 6 / 72.6 / 0.0261
inverter: 12 / 45.0 / 0.0162
## placed cells by master (no fill, tap or decap), types with 2 or more instances in the layout
cell type | Yosys | layout
or3_1 | 5 | 5
nor4_1 | 4 | 4
nor4_2 | 2 | 2
nand2b_1 | 2 | 2
a21o_1 | 3 | 3
a32o_1 | 2 | 2
a21oi_1 | 7 | 7
o31ai_1 | 2 | 2
or4_1 | 2 | 2
o21ai_0 | 15 | 15
mux2i_1 | 3 | 3
nand2_1 | 14 | 14
mux2_2 | 16 | 16
nor3_1 | 9 | 9
nor2_1 | 11 | 11
o21ai_1 | 4 | 4
xor2_1 | 17 | 17
nand4_1 | 6 | 6
clkdlybuf4s50_1 | 0 | 41
inv_1 | 12 | 12
mux2_4 | 7 | 7
clkbuf_8 | 0 | 5
nand3_1 | 7 | 7
ha_1 | 3 | 3
dfrtp_1 | 39 | 39
buf_4 | 4 | 2
## worst paths after layout
kind	slack (ns)	end	from	cells past startpoint
worst min-delay path	0.51	so_reg[4]	so_reg[4]	1
worst min register to register	0.51	so_reg[4]	so_reg[4]	1
min in group asynchronous	1.36	spi_clk_reg	rst_i	3
max in group asynchronous	4.37	state_reg[0]	rst_i	3
worst max-delay path	1.27	spi_done_tick_o	dvsr_i[1]	6
worst max register to register	3.36	c_reg[13]	c_reg[7]	6
## where the power goes
part / total (mW) / internal, mW / switching (mW)
clock network: 0.162 / 0.0777 / 0.0844
registers: 0.369 / 0.308 / 0.0613
logic: 0.151 / 0.0813 / 0.0696
total: 0.682 / 0.467 / 0.215
## worst max-delay path, stage by stage
cell	delay (ns)
clkdlybuf4s50_1	0.41
xor2_1	0.16
nor4_1	0.36
nand4_1	0.54
nor3_1	0.39
clkdlybuf4s50_1	0.52
## layer usage
metal | vias to the layer above | wire length (µm) | global-route usage
met3 | 6 | 214 | 0.0383
met5 | - | 0 | 0
met1 | 827 | 2100 | 0.307
li1 | 875 | - | -
met2 | 41 | 2020 | 0.331
met4 | 0 | 56 | 0.0204
## metrics by stage
stage	instance area [µm²]	utilization	setup slack, ns	instances
after global placement	2710	0.622	1.29	306
after global routing	2790	0.640	1.06	313
after detailed placement	2710	0.622	1.27	306
after CTS	2790	0.640	1.25	313
after floorplan	2280	-	2.69	219
final	2790	0.640	1.27	313
## kinds of logic (layout without fill, tap and decap cells)
logic type      after synthesis  count (layout)  synth area share
compound gates               42              42             0.120
mux                          26              26             0.138
flops                        40              40             0.440
xor+xnor                     17              17            0.0654
fa+ha+maj                     3               3            0.0165
simple gates                 71              71             0.173
buf+inv                      20              62            0.0462
Power figures rest on the tool's default switching activity, not on a simulated workload.
